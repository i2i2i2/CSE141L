File: ./config.mk
export PLATFORM = sky130hd
export DESIGN_NAME = ProgramCounter
export DESIGN_NICKNAME = ProgramCounter
export VERILOG_FILES = /design/flow/design.v
export SDC_FILE = /design/flow/constraint.sdc
export NUM_CORES = 4
export LEC_CHECK = 1
export CORE_AREA = 10 10 70 70
export DIE_AREA = 0 0 80 80
File: ./constraint.sdc
current_design ProgramCounter

set clk_period 1.8
set clk_io_pct 0.2

create_clock -name clk0 -period $clk_period [get_ports {CLK}]

set non_clock_inputs [all_inputs -no_clocks]
set_input_delay [expr $clk_period * $clk_io_pct] -clock clk0 $non_clock_inputs
set_output_delay [expr $clk_period * $clk_io_pct] -clock clk0 [all_outputs]
File: ./run.sh
#!/bin/bash
# OpenROAD 26Q1-2900-gdf79404cd8, Yosys 0.63+post, stock flow scripts
make -C /OpenROAD-flow-scripts/flow DESIGN_CONFIG=/design/flow/config.mk WORK_HOME=/design/flow/orfs finish
File: ./design.v
module ProgramCounter (
  input[7:0]    branchAddr,        
  input         halt,              
  input         init,              
  input         isBranch,          
  input         CLK,
  output  reg[7:0]  pcAddr         
);
  always @(posedge CLK) begin
    if(init) begin                 
      pcAddr <= 0;
    end else if(halt) begin        
      pcAddr <= pcAddr;
    end else if(isBranch) begin    
      pcAddr <= branchAddr;
    end else begin                 
      pcAddr <= pcAddr + 1;
    end
  end
endmodule
==> flow_metrics.env <==
# source this file to load flow results
export IMPL_status="complete, no violations"
export IMPL_routedWlPerCell_microns=11.6
export IMPL_largest_reg_flops=8
export IMPL_port_buffers=19
export IMPL_holdWs_ns=0.569
export IMPL_power_density_nw_per_um2=567
export IMPL_grt_pass1_wl_microns=2530
export IMPL_hold_violations=0
export IMPL_cts_setup_buffers=0
export IMPL_stdcell_area_sq_um=786
export IMPL_final_setup_worst_slack_ns=0.184
export IMPL_largestRegisters="pcAddr: 8 flops"
export IMPL_ios=20
export IMPL_dr_pass1_iters=3
export IMPL_drive_gt1_share_pct=7.14
export IMPL_ys_flop_type="dfxtp_1"
export IMPL_finalClockPeriodUsage_pct=89.8
export IMPL_drtIter0Drc=33
export IMPL_die_area_sq_um=6400
export IMPL_ir_drop_v=0.000272
export IMPL_ys_cells=65
export IMPL_fmax_ghz=0.619
export IMPL_slew_headroom_pct=74.4
export IMPL_drc_errors=0
export IMPL_worstMarginPinSlew_ns=0.383
export IMPL_rsz0062_at_grt="false"
export IMPL_power_frac_comb_pct=22.5
export IMPL_synth_area_per_cell_sq_um=7.97
export IMPL_clockBufferDepth=2
export IMPL_ys_flops=8
export IMPL_tns_ns=0
export IMPL_internal_power_mw=0.331
export IMPL_grt_max_degree=19
export IMPL_clk_pin_slew_ns=0.05
export IMPL_critPathCaptureType="primary output"
export IMPL_worst_path_buf_inv=1
export IMPL_finalWirelength_microns=1510
export IMPL_diodes=0
export IMPL_fp_utilization_pct=15.2
export IMPL_ys_types=31
export IMPL_hold_buffers=0
export IMPL_clkSinkCount=8
export IMPL_cts_resized_gates=0
export IMPL_crit_chain="clkdlybuf4s50_1"
export IMPL_antenna_left=0
export IMPL_startpoint_type="flop"
export IMPL_post_dp_hpwl_microns=1180
export IMPL_netSwitchingPower_mw=0.115
export IMPL_crit_family="buffers and inverters"
export IMPL_grt_overflow_total=0
export IMPL_clock_latency_ns=0.25
export IMPL_die_w_microns=80
export IMPL_cts_htree_levels=1
export IMPL_ys_warn_count=1
export IMPL_cap_viol_max_count=0
export IMPL_timing_worst_setup_path_type="reg -> out"
export IMPL_setup_violations=0
export IMPL_coreArea_sq_um=3420
export IMPL_yosys_area_sq_um=518
export IMPL_ys_seq_share_pct=30.9
export IMPL_grt_pass1_vias=510
export IMPL_final_max_slew_violation_count=0
export IMPL_finClkSkew_ns=0.00125
export IMPL_dpl_worst_slack_ns=0.0761
export IMPL_p_seq_share_pct=46.1
export IMPL_p_sw_share_pct=25.7
export IMPL_crit_arrival_ns=1.26
export IMPL_track_usage_pct=4.85
export IMPL_warnings=25
export IMPL_die_y_microns=80
export IMPL_slowest_stage="clkdlybuf4s50_1"
export IMPL_synth_area_sq_um=518
export IMPL_place_congestion=0.795
export IMPL_period_needed_ns=1.62
export IMPL_edf_count=0
export IMPL_hold_class="reg -> reg"
export IMPL_fp_row_count=21
export IMPL_cts_buffers=3
export IMPL_dpl_cell_area_sq_um=763
export IMPL_synthArstFlopShare_pct=0
export IMPL_postSynthCellCount=65
export IMPL_viasPerCell=4.12
export IMPL_clkPwrFrac_pct=31.4
export IMPL_largest_register="pcAddr"
export IMPL_cts_root_buf="clkbuf_4"
export IMPL_worstPathRequired_ns=1.44
export IMPL_cts_tree="yes"
export IMPL_vias=535
export IMPL_area_growth_pct=51.7
export IMPL_p_leak_nw=0.264
export IMPL_crit_fanout=9
export IMPL_slowest_delay_ns=0.53
export IMPL_antenna_found_initial=0
==> cell usage in the layout (no fill, tap or decap) <==
cell,count
a31oi_1,4
inv_1,1
dfxtp_1,8
clkbuf_4,3
nand2_1,5
or2_1,1
nor2b_1,3
o221ai_1,1
buf_12,1
nand3_1,3
buf_4,1
ha_1,1
and3_1,1
o41a_1,1
and2b_4,1
a211oi_1,1
nand4_1,2
nor2_1,4
mux2_1,1
a22oi_1,3
mux2i_1,1
a21oi_1,1
a311o_1,1
clkdlybuf4s50_1,19
or3b_1,1
nor3_1,2
o21ai_1,4
o31a_1,1
o21ai_0,3
a21o_1,1
or3_1,2
nor3b_1,1
and2b_1,1
==> worst paths after layout <==
| kind | startpoint | endpoint | slack, ns | cells after the start |
|---|---|---|---|---|
| max | pcAddr[3] | pcAddr[3] | 0.18 | 1 |
| min | pcAddr[6] | pcAddr[6] | 0.57 | 2 |
| max reg2reg | pcAddr[1] | pcAddr[2] | 0.38 | 4 |
| min reg2reg | pcAddr[6] | pcAddr[6] | 0.57 | 2 |
==> power groups by stage <==
stage | Combinational, mW | Sequential (mW) | Clock [mW]
finish | 0.100 | 0.205 | 0.140
CTS | 0.102 | 0.205 | 0.145
global route | 0.110 | 0.209 | 0.160
==> synth_stat cells (all sizes together), types with 2 or more instances <==
| master | n | area, sq um |
|---|---|---|
| a31oi | 4 | 25.0 |
| o21ai | 7 | 35.0 |
| nand3 | 3 | 15.0 |
| nand2 | 5 | 18.8 |
| buf | 5 | 30.0 |
| nor3 | 2 | 10.0 |
| and2b | 2 | 17.5 |
| nor2b | 3 | 18.8 |
| nand4 | 2 | 12.5 |
| nor2 | 4 | 15.0 |
| or3 | 2 | 12.5 |
| dfxtp | 8 | 160 |
| a22oi | 3 | 22.5 |
==> layer usage <==
metal / wire [microns] / global-route usage [%]
met1: 693 / 6.24
met2: 666 / 7.06
met3: 151 / 2.95
met4: 0 / 0.352
met5: 0 / 0
==> cell families after synthesis <==
| family | count (synthesis) | share of synthesized area, % |
|---|---|---|
| simple gates | 27 | 28.7 |
| mux | 2 | 4.11 |
| compound gates | 21 | 27.3 |
| fa+ha+maj | 1 | 2.42 |
| buf+inv | 6 | 6.52 |
| flops | 8 | 30.9 |
==> per-stage QoR <==
step | power [mW] | util, % | instances
global route | 0.479 | 23.0 | 130
finish | 0.446 | 23.0 | 130
CTS | 0.453 | 23.0 | 130
detailed placement | 0.311 | 22.3 | 127
global placement | 0.309 | 22.3 | 127
floorplan | 0.250 | - | 65
==> layout make-up <==
class | instances | area (sq um)
Multi-Input combinational cell | 51 | 324
Sequential cell | 8 | 160
Timing Repair Buffer | 21 | 218
Tap cell | 46 | 57.6
Fill cell | 383 | 2630
Clock buffer | 3 | 22.5
Inverter | 1 | 3.75
==> worst register-to-register path: stages (launching register included) <==
cell	delay [ns]
dfxtp_1	0.43
ha_1	0.27
or3b_1	0.36
a21o_1	0.18
a21oi_1	0.11
No activity file was given, so power comes from the tool's default toggle rates.
