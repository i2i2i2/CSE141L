==> config.mk <==
export PLATFORM = sky130hd
export DESIGN_NAME = ALU
export DESIGN_NICKNAME = ALU
export VERILOG_FILES = /design/flow/design.v
export SDC_FILE = /design/flow/constraint.sdc
export NUM_CORES = 4
export LEC_CHECK = 1
export CORE_AREA = 10 10 85 85
export DIE_AREA = 0 0 95 95
==> constraint.sdc <==
current_design ALU

set clk_period 7.6
set clk_io_pct 0.2

create_clock -name clk0 -period $clk_period

set non_clock_inputs [all_inputs -no_clocks]
set_input_delay [expr $clk_period * $clk_io_pct] -clock clk0 $non_clock_inputs
set_output_delay [expr $clk_period * $clk_io_pct] -clock clk0 [all_outputs]
==> run.sh <==
#!/bin/bash
# OpenROAD 26Q1-2900-gdf79404cd8, Yosys 0.63+post, stock flow scripts
make -C /OpenROAD-flow-scripts/flow DESIGN_CONFIG=/design/flow/config.mk WORK_HOME=/design/flow/orfs finish
==> design.v <==
module Adder(
  input[7:0]    add1,        
  input[7:0]    add2,        
  input         ci,          
  input         flag,        
  input         flip,        
  output[7:0]   sum,         
  output        co           
);
  wire[7:0]     add2_flip;
  wire          ci_flag, co_flip;
  assign        add2_flip = {8{flip}} ^ add2;
  assign        ci_flag = flag & ci;
  assign        ci_flip = flip ^ ci_flag;
  assign        co = flip ^ co_flip;
  assign        {co_flip, sum} = add1 + add2_flip + ci_flip;
endmodule
module Shifter(
  input[7:0]    val,               
  input[1:0]    sel,               
  input         flag,              
  output[7:0]   shifted,           
  output        flagout            
);
  wire[7:0]     shifts[0:3];       
  assign        shifts[0] = {val[7], val[7:1]};  
  assign        shifts[1] = {1'b0, val[7:1]};    
  assign        shifts[2] = {flag, val[7:1]};    
  assign        shifts[3] = {val[6:0], flag};    
  assign        shifted = shifts[sel];
  assign        flagout = (&sel)? val[7] : val[0];
endmodule
module ALU (
  input[7:0]    srcA,            
  input[7:0]    srcB,            
  input[7:0]    srcC,            
  input         flagin,          
  input         flipin,          
  input         bitin,           
  input[8:0]    control,         
  output[7:0]   result,          
  output        flagout,         
  output        flipout,         
  output        branch           
);
  wire[7:0]     srcAdd[0:3];
  wire[7:0]     addSrc;
  wire[7:0]     sum, shifted;
  wire          calcFlip, addFlag, shiftFlag, calcFlag;
  wire          branches[0:3];
  assign        srcAdd[0] = srcB;
  assign        srcAdd[1] = {8{!srcB[7]}} & srcC;
  assign        srcAdd[2] = {7'b0000000, ~|(srcB[3:0] ^ srcC[3:0])};
  assign        srcAdd[3] = {7'b0000000, flagin ^ flipin};
  assign        addSrc = control[8]? 8'b00000001 : srcAdd[control[2:1]];
  assign        branches[0] = bitin;
  assign        branches[1] = |srcA;
  assign        branches[2] = |srcA[7:4];
  assign        branches[3] = |(srcA ^ 8'b00011111);
  assign        branch = branches[control[4:3]];
  assign        result = control[7]? shifted: sum;
  assign        flagout = control[7]? shiftFlag: addFlag;
  assign        calcFlip = control[5] ^ ((!control[0]) & flipin);
  assign        calcFlag = control[8] & (control[0] ? srcB[7] : flagin);
  assign        flipout = srcA[7];
  Shifter ALUshifter(srcA, control[6:5], calcFlag, shifted, shiftFlag);
  Adder ALUadder(srcA, addSrc, flagin, control[6], calcFlip, sum, addFlag);
endmodule
==> results.json <==
{
  "crit_slowest_cell": "clkdlybuf4s50_1",
  "seq_cells": 0,
  "ys_area_um2": 991,
  "drt_iter0_drc": 58,
  "synth_area_leader_cell": "xnor2_1",
  "holdWs_ns": 4.02,
  "vdd_ir_drop_max_uv": 27.4,
  "die_area_um2": 9030,
  "grt_max_degree": 24,
  "drc": 0,
  "io_pins": 47,
  "rows": 27,
  "avgViaCountPerCell": 4.57,
  "worstHoldStart": "srcA[7]",
  "antenna_found_initial": 0,
  "period_used_pct": 85.6,
  "core_um2": 5470,
  "port_buffers": 47,
  "ctsResizeCount": 0,
  "initCoreUtil_pct": 18.1,
  "critPathMaxStageDelay_ns": 0.51,
  "yosys.area.top_type_share_pct": 10.6,
  "top_logic_kind": "AND-OR/OR-AND gates",
  "fmax_mhz": 154,
  "routedWlPerCell_um": 12.8,
  "status": "finished clean",
  "finalMaxSlewViolations": 0,
  "routed_wl_mm": 3.20,
  "hpwl_mm": 2.83,
  "rsz0062_at_grt": "no",
  "hold_viol": 0,
  "setup_viol": 0,
  "crit_start": "control[2]",
  "grt_first_pass_wirelength_mm": 5.41,
  "ys_sh_adder_pct": 12.9,
  "area_growth_pct": 54.7,
  "hp-class": "in -> out",
  "slew_headroom_pct": 48.0,
  "yosysWarnings": 3,
  "drive_gt1_share_pct": 4.52,
  "diodes": 0,
  "critical_path_class": "in -> out",
  "cts_setup_buffers": 0,
  "die_y_um": 95,
  "vias": 1137,
  "grt_pass1_vias": 1203,
  "ctsHoldBuffers": 0,
  "netlist_area_um2": 991,
  "postRouteAntennaNets": 0,
  "die_x_um": 95,
  "maxCapViolCount": 0,
  "num-clock-buffers": 0,
  "warning_count": 32,
  "place_congestion": 0.868,
  "worstSetupEndpointType": "primary output",
  "grt_overflow": 0,
  "final-seq-area_um2": 0,
  "grt_usage_pct": 7.12,
  "syn_avg_cell_area_um2": 7.40,
  "fin_tns_setup_ns": 0,
  "crit_path_max_fanout": 8,
  "crit_arrival_ns": 4.99,
  "simple_gate_area_share_pct": 25.4,
  "power_density_nw_per_um2": 91.9,
  "drtPass1Iterations": 4,
  "place_inst": 249,
  "topCellsByArea": "xnor2_1, ha_1, a22oi_1",
  "crit_chain": "clkdlybuf4s50_1 -> nor2_1 -> a221oi_1 -> o211a_1 -> xor2_1 -> fa_1 -> fa_1 -> a211o_1 -> nand2_1 -> a2111oi_2 -> a221oi_2 -> clkdlybuf4s50_1",
  "fin_cells": 249,
  "post-route-min-period_ns": 6.51,
  "power_leakage_uw": 0.000579,
  "compound_area_share_pct": 34.3,
  "ys_sh_mux_pct": 9.09,
  "synth_cell_types": 41,
  "synth_seq_share_pct": 0,
  "tightestPinTransition_ns": 0.778,
  "synthCells": 134,
  "cp-start-kind": "input pin",
  "xor_area_share_pct": 14.1,
  "ys_cells": 134,
  "required_ns": 6.08
}
==> metrics by stage <==
stage	setup WS [ns]	utilization [%]	total power (µW)	cell area [µm²]
3_3_place_gp	1.12	28.0	143	1530
5_1_grt	0.845	28.0	159	1530
3_5_place_dp	1.07	28.0	142	1530
2_1_floorplan	2.38	-	81.9	991
4_1_cts	1.07	28.0	143	1530
6_report	1.09	28.0	141	1530
==> cell families (layout without fill, tap and decap cells) <==
kind of cell | after synthesis | count (layout)
compound gates | 46 | 46
xor+xnor | 16 | 16
fa+ha+maj | 9 | 9
buf+inv | 9 | 52
mux | 8 | 8
simple gates | 46 | 46
==> worst paths after layout <==
check | endpoint | slack (ns) | cells past startpoint
setup / recovery | flagout | 1.09 | 12
hold / removal | flipout | 4.02 | 2
==> report_power, final <==
part	internal (µW)	switching, µW	leakage (µW)
sequential	0	0	0
combinational	78.5	62.4	0.000579
clock	0	0	0
total	78.5	62.4	0.000579
==> cell usage in the layout (no fill, tap or decap), types with 6 or more instances in the layout <==
cell type        count
mux2i_1              6
nor2_1              17
a22oi_1              9
nand3_1              7
xnor2_1             12
clkdlybuf4s50_1     47
ha_1                 7
a21oi_1             13
==> worst max-delay path, delay by kind of cell <==
family	cells	cell delay [ns]
buffers and inverters	2	1.00
adders and majority gates	2	0.90
AOI/OAI and AO/OA	5	0.87
and+or+nand+nor	2	0.54
xor gates and xnor gates	1	0.15
==> final cells by class <==
type	count	area, µm²
Multi-Input combinational cell	125	950
Tap cell	72	90.1
Inverter	4	15.0
Fill cell	595	3940
Timing Repair Buffer	48	478
==> cells in the mapped netlist (2+ instances only) <==
cell      number
nor2b_1        2
a22oi_1        9
inv_1          4
a211o_1        4
nor3_1         3
o21a_1         3
ha_1           7
xor2_1         4
mux2i_1        6
nand3_1        7
a21oi_1       13
o21ai_0        3
nand2_1        4
nor4_1         2
buf_4          2
nor2_1        17
mux2_4         2
clkbuf_1       2
nand3b_1       2
xnor2_1       12
nor3b_1        3
fa_1           2
a21o_1         3
==> layer usage <==
layer	track usage [%]	routed length (µm)	up-vias
li1	-	-	601
met1	10.5	1650	486
met2	10.3	1170	48
met5	0	0	-
met3	2.32	364	2
met4	0.374	14	0
Power and IR drop assume default switching activity.
