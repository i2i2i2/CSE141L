**./design.v**
```verilog
module AccumulatorRegs(
  input[2:0]    read1,       
  input[2:0]    read2,       
  input         isWrite,     
  input[2:0]    writeReg,    
  input[7:0]    writeData,   
  input         CLK,
  output[7:0]   acc1,        
  output[7:0]   acc2,        
  output[7:0]   acc3         
);
  reg[7:0]      accumulators[0:7];
  integer       idx;
  assign        acc1 = accumulators[read1];
  assign        acc2 = accumulators[read2];
  assign        acc3 = accumulators[5];
  always @(posedge CLK) begin
    if (isWrite) begin
      accumulators[writeReg] <= writeData;
    end
  end
  initial begin
    $dumpfile("cpu.vcd");
    for (idx = 0; idx < 6; idx++) begin
      accumulators[idx] = 8'b00000000;
      $dumpvars(0, accumulators[idx]);
    end
  end
endmodule
module RegularRegs(
  input[1:0]    read1,         
  input[1:0]    read2,         
  input         isWrite,       
  input[1:0]    writeReg,      
  input[7:0]    writeData,     
  input         CLK,
  output[7:0]   reg1,          
  output[7:0]   reg2,          
  output[7:0]   reg3           
);
  reg[7:0]      registers[0:3];
  integer       idx;
  assign        reg1 = registers[read1];
  assign        reg2 = registers[read2];
  assign        reg3 = registers[0];
  always @(posedge CLK) begin
    if (isWrite) begin
      registers[writeReg] <= writeData;
    end
  end
  initial begin
    $dumpfile("cpu.vcd");
    for (idx = 0; idx < 4; idx++)
      $dumpvars(0, registers[idx]);
  end
endmodule
module SingleBitRegs (
  input     flipin,        
  input     flagin,        
  input     bitin,         
  input     writeFlip,     
  input     writeFlag,     
  input     writeBit,      
  input     CLK,
  output    flipout,       
  output    flagout,       
  output    bitout         
);
  reg       flag, flip, onebit;
  assign    flagout = flag;
  assign    flipout = flip;
  assign    bitout = onebit;
  always @(posedge CLK) begin
    if (writeFlag) begin
      flag <= flagin;
    end
    if (writeFlip) begin
      flip <= flipin;
    end
    if (writeBit && bitin) begin
      onebit <= bitin;
    end
  end
  initial begin
    flag = 1'b0;
    flip = 1'b0;
    onebit = 1'b0;
    $dumpfile("cpu.vcd");
    $dumpvars(0, flag);
    $dumpvars(0, flip);
    $dumpvars(0, onebit);
  end
endmodule
module RegsFile(
  input[2:0]    read1,         
  input         isReg1,        
  input[2:0]    read2,         
  input         isReg2,        
  input         isReg3,        
  input         isWrite,       
  input[2:0]    writeReg,      
  input[7:0]    writeData1,    
  input[7:0]    writeData2,
  input[7:0]    writeData3,
  input[7:0]    writeData4,
  input[2:0]    dataSel,       
  input         isRegW,        
  input         flipin,        
  input         writeFlip,     
  input         flagin,        
  input         writeFlag,     
  input         bitin,
  input         writeBit,
  input         CLK,
  output[7:0]   reg1,          
  output[7:0]   reg2,          
  output[7:0]   reg3,          
  output        flipout,       
  output        flagout,       
  output        bitout         
);
  wire[7:0]     outAcc1, outAcc2, outAcc3;
  wire[7:0]     outReg1, outReg2, outReg3;
  wire          isWriteReg, isWriteAcc;
  wire[7:0]     writeData;
  wire[7:0]     dataSrc[0:4];
  assign        dataSrc[0] = 8'b00000000;
  assign        dataSrc[1] = writeData1;
  assign        dataSrc[2] = writeData2;
  assign        dataSrc[3] = writeData3;
  assign        dataSrc[4] = writeData4;
  assign        writeData = dataSrc[dataSel];
  assign        reg1 = isReg1? outReg1: outAcc1;
  assign        reg2 = isReg2? outReg2: outAcc2;
  assign        reg3 = isReg3? outReg3: outAcc3;
  assign        isWriteReg = isRegW & isWrite;
  assign        isWriteAcc = (!isRegW) & isWrite;
  AccumulatorRegs accReg(read1, read2, isWriteAcc, writeReg, writeData, CLK, outAcc1, outAcc2, outAcc3);
  RegularRegs regReg(read1[1:0], read2[1:0], isWriteReg, writeReg[1:0], writeData, CLK, outReg1, outReg2, outReg3);
  SingleBitRegs bitReg(flipin, flagin, bitin, writeFlip, writeFlag, writeBit, CLK, flipout, flagout, bitout);
endmodule
```
**./run.sh**
```bash
#!/bin/bash
# OpenROAD 26Q1-2900-gdf79404cd8, Yosys 0.63+post, stock flow scripts
make -C /OpenROAD-flow-scripts/flow DESIGN_CONFIG=/design/flow/config.mk WORK_HOME=/design/flow/orfs finish
```
**./config.mk**
```make
export PLATFORM = sky130hd
export DESIGN_NAME = RegsFile
export DESIGN_NICKNAME = RegsFile
export VERILOG_FILES = /design/flow/design.v
export SDC_FILE = /design/flow/constraint.sdc
export NUM_CORES = 4
export LEC_CHECK = 1
export CORE_UTILIZATION = 30
```
**./constraint.sdc**
```tcl
current_design RegsFile

set clk_period 2.7
set clk_io_pct 0.2

create_clock -name clk0 -period $clk_period [get_ports {CLK}]

set non_clock_inputs [all_inputs -no_clocks]
set_input_delay [expr $clk_period * $clk_io_pct] -clock clk0 $non_clock_inputs
set_output_delay [expr $clk_period * $clk_io_pct] -clock clk0 [all_outputs]
```
==> deck_impl_summary.md <==
Run Summary

Outcome
  • Outcome: finished clean

Layout
  • Fill cells: 1542
  • Logic area: 2107 sq um
  • Area delta synth->final: 32.59%
  • Register area: 2973 sq um
  • Post-route insts no fill: 684
  • Final core utilization: 0.4064
  • Share of cells above drive strength 1: 0.2484

Drt
  • DR vias/cell: 5.070
  • Ant. Diodes: 0
  • DR DRC count: 0
  • Post-route antenna net violation count: 0
  • Routed wire length: 14160 microns
  • Vias post-DR: 3468
  • Avg WL per Cell: 20.71 microns
  • Drt initial violations: 191
  • Pre-antenna DRT Iters: 6

Die
  • Die X: 134.7 microns
  • Initial Utilization: 0.3065
  • Die area: 18140 sq um
  • IO Count: 83
  • Total core area: 17240 sq um
  • Cell row count: 48
  • Die height: 134.7 microns

GRT
  • First-pass GRT wire length: 21980 microns
  • Initial antenna violation count: 0
  • Number of global-route vias before repair: 3845
  • Gr usage total: 0.1735
  • Global route overflow: 0
  • Largest net degree at the start of global routing: 18

Synth
  • Yosys warning count: 20
  • Yosys stat cell total: 339
  • Dominant cell area share: 0.5628
  • Yosys stat area: 5283 sq um
  • Synth area leaders: edfxtp_1, mux4_1, mux2i_1
  • Mapped Avg Cell Area: 15.58 sq um
  • EDFF count, synth: 99
  • Mapped Cells: 339
  • FFs w/ async S/R, synth: 0
  • Netlist cell types: 30
  • Sequential area share after synthesis: 0.5628
  • Ys flop type: edfxtp_1
  • Post-Syn Area: 5283 sq um
  • Yosys top cell by area: edfxtp_1
  • Registers, synthesis: 99

Critical path
  • Top fanout value on the critical path: 7
  • CP Launch Type: input pin
  • Setup CP Type: in -> out
  • CP required: 2160 ps
  • Worst Path Arrival: 2120 ps
  • CP endpoint kind: output port

STA
  • Max-slew violations: 0
  • Max frequency: 0.3763 GHz
  • Slew @ Worst Pin: 499.0 ps
  • RSZ-0062 raised after global routing: false
  • Post-route setup TNS: 0 ps
  • Final setup viols: 0
  • Post-route clock period utilization: 0.9842
  • Relative slew margins: 0.6663
  • Minimum clock period: 2657 ps
  • Final hold vios: 0

Placed design
  • PortBufs: 82
  • Dpl cells: 660
  • RePlAce Congestion: 0.9133
  • DPL Wire Length: 9977 microns

Hold path
  • Min-Delay Path Class: in -> reg

Run
  • Max-cap violations: 0
  • Log Warnings: 25

Power and ir drop
  • Power Density: 499.8 nW/um^2
  • P_leak: 2.329 nW
  • VDD IR-drop max: 303.8 uV

CTS
  • H-Tree Depth: 3
  • CTS root buf: clkbuf_16
  • Hold buffer count at cts: 0
  • Clock Pin Slew Worst Setup and Hold Paths: 70 ps
  • Total CTS buffers: 9
  • Clk buf depth: 2
  • TritonCTS clock tree: done
  • Sink Count: 99
[synthesized netlist by cell type, types with 4 or more instances]
cell / count
a22oi_1: 7
o22ai_1: 16
nand2_1: 29
buf_12: 4
mux2_2: 19
a22o_1: 16
edfxtp_1: 99
buf_6: 6
clkbuf_1: 4
o21ai_0: 7
nor2_1: 8
buf_2: 4
mux2i_1: 33
buf_1: 6
mux4_1: 16
mux2_1: 29
o31ai_2: 16
[kinds of logic (layout without fill, tap and decap cells)]
| logic type | Yosys count | in the layout | synth area share |
|---|---|---|---|
| AOI/OAI and AO/OA | 63 | 63 | 0.1016 |
| buffers and inverters | 26 | 146 | 0.04074 |
| DFF | 99 | 99 | 0.5628 |
| muxes | 97 | 97 | 0.2444 |
| and+or+nand+nor | 54 | 54 | 0.05045 |
[cells in the final DEF (no fill, tap or decap), types with 2 or more instances in the layout]
cell | Yosys | final
mux2_1 | 29 | 29
nor3_1 | 3 | 3
nand2b_4 | 0 | 2
mux4_1 | 16 | 12
bufbuf_16 | 0 | 2
nor2b_4 | 0 | 2
clkdlybuf4s15_2 | 0 | 3
a22oi_1 | 7 | 7
nor3b_1 | 2 | 2
clkinvlp_4 | 0 | 2
buf_4 | 0 | 33
nor2_1 | 8 | 8
mux2i_1 | 33 | 33
nand2b_1 | 2 | 2
nand2_1 | 29 | 26
nand2_2 | 0 | 3
clkbuf_16 | 0 | 9
inv_6 | 0 | 2
a22o_1 | 16 | 16
mux4_2 | 0 | 4
mux2_2 | 19 | 19
edfxtp_1 | 99 | 99
buf_12 | 4 | 10
o21ai_0 | 7 | 7
dlygate4sd2_1 | 0 | 18
o31ai_2 | 16 | 16
o22ai_1 | 16 | 16
buf_6 | 6 | 2
clkdlybuf4s50_1 | 0 | 61
[power by group]
| group | total [W] | internal [W] | switching [W] | leakage, nW |
|---|---|---|---|---|
| clock | 0.00121 | 0.000636 | 0.000569 | 0.131 |
| combinational | 0.000530 | 0.000297 | 0.000233 | 1.41 |
| sequential | 0.00176 | 0.00175 | 0.0000186 | 0.786 |
[cell type report]
type,instances,share of cell area
Clock buffer,10,0.03269
Clock inverter,6,0.006967
Multi-Input combinational cell,214,0.3008
Sequential cell,99,0.4244
Tap cell,225,0.04019
Timing Repair Buffer,130,0.1949
[metrics by stage]
step                      hold slack, ps  cell area [sq um]  total power (W)  worst slack, ps
after floorplan                    638.9               5283         0.002041            665.5
after global placement              1096               6595         0.002308           -314.7
final                              748.6               7004         0.003501            42.74
after global routing               750.3               7004         0.003615            4.191
after detailed placement            1098               6595         0.002314           -309.1
after CTS                          734.5               7004         0.003531            17.92
[metal layers]
metal,part of all wire,vias to the layer above,GRT usage
li1,-,1605,-
met1,0.40,1667,0.2238
met2,0.47,178,0.2772
met3,0.11,18,0.08046
met4,0.021,0,0.03371
met5,0,-,0
[registers in the layout, indices dropped and copies added, names as in the netlist]
name	cells
regReg.registers	32
accReg.accumulators	64
bitReg.onebit	1
bitReg.flip	1
bitReg.flag	1
[timing repair]
item / in CTS / in global routing
resized: 42 / 0
setup endpoints to repair: 16 / 0
setup buffers: 5 / 0
[final timing paths]
| kind | startpoint | end | slack [ps] | cells after the start |
|---|---|---|---|---|
| hold / removal | flipin | bitReg.flip | 750 | 1 |
| setup / recovery | read2[0] | reg2[6] | 40 | 6 |
[critical path: stages]
cell and delay (ps):
clkdlybuf4s15_2 220, bufbuf_16 280, nor2b_4 160, a22o_1 230, o31ai_2 170, clkdlybuf4s50_1 500
No activity file was given, so power comes from the tool's default toggle rates.
